==> design.v <==
module updown_counter (
    input logic clk,
    input logic reset,
    input logic enable,
    input logic up_down,
    output logic [3:0] count
);
    always_ff @(posedge clk) begin
        if (reset)
            count <= 0;
        else if (enable) begin
            if (up_down)
                count <= count + 1;
            else
                count <= count - 1;
        end
    end
endmodule
==> run.sh <==
#!/bin/bash
# OpenROAD 26Q1-2900-gdf79404cd8, Yosys 0.63+post, stock flow scripts
make -C /OpenROAD-flow-scripts/flow DESIGN_CONFIG=/design/flow/config.mk WORK_HOME=/design/flow/orfs finish
==> config.mk <==
export PLATFORM = sky130hd
export DESIGN_NAME = updown_counter
export DESIGN_NICKNAME = updown_counter
export VERILOG_FILES = /design/flow/design.v
export SDC_FILE = /design/flow/constraint.sdc
export NUM_CORES = 4
export LEC_CHECK = 1
export CORE_AREA = 10 10 70 70
export DIE_AREA = 0 0 80 80
export SYNTH_HDL_FRONTEND = slang
==> constraint.sdc <==
current_design updown_counter

set clk_period 2.5
set clk_io_pct 0.2

create_clock -name clk0 -period $clk_period [get_ports {clk}]

set non_clock_inputs [all_inputs -no_clocks]
set_input_delay [expr $clk_period * $clk_io_pct] -clock clk0 $non_clock_inputs
set_output_delay [expr $clk_period * $clk_io_pct] -clock clk0 [all_outputs]
==> flow_summary_export.csv <==
group,metric,value,unit
setup_path,cp.required,2620,ps
logic_synthesis,top_area_frac,0.3422,
logic_synthesis,syn_inst,24,
setup_path,r2r_setup_slack,890,ps
sta,grt_setup_unrepaired,"false",
cts,cts_tree,"yes",
logic_synthesis,netlist_top_cells_count,"4 x dfxtp_1, 4 x nor2_1",
grt,grt_start_max_net_pins,7,
setup_path,crit_arrival,2270,ps
logic_synthesis,ys.flops,4,
floorplanning,io-pin-count,8,
cts,cts_buffer_depth,2,
logic_synthesis,synth_seq_share,0.3422,
power_and_ir_drop,p_leak,0.1547,nW
setup_path,cpPeakStageDelay,500,ps
sta,tns,0,ps
cts,numCtsBuffers,3,
sta,finalSetupViolations,0,
min_path,holdPathEnd,"count[2]",
setup_path,crit_family,"buffers and inverters",
min_path,hold_class,"register to register",
finish,biggestRegsByFlops,"count (4)",
status,outcome,"completed",
cts,root_buffer,"clkbuf_4",
logic_synthesis,top_cells_by_area,"dfxtp_1 34%, ha_1 11%, fa_1 8.6%",
routing,diodes,0,
min_path,hold_path_startpoint,"count[2]",
sta,worst_slew_pin_slew,252.0,ps
grt,grt_usage,0.02060,
cts,cts.sinks,4,
routing,firstDrtPassIters,2,
power_and_ir_drop,power-per-cell-area,574.4,mW/mm^2
finish,fill_cells,402,
finish,area_growth,62.57,%
sta,hold_slack,503.1,ps
cts,post_cts_buffers,0,
power_and_ir_drop,ir_worst_vdd,0.3849,mV
floorplanning,fp_util,0.06850,
setup_path,cp-start-kind,"primary input",
min_path,min_path_cells,2,
finish,fin_util,0.1114,
finish,stdcell_area,380.4,sq um
routing,vias,187,
finish,largest_reg_flops,4,
setup_path,critical_path_class,"primary input to register",
logic_synthesis,yosysChipArea,234.0,sq um
routing,antenna_left,0,
sta,max_freq,0.4646,GHz
logic_synthesis,ys_cells,24,
logic_synthesis,synth-main-ff-cell,"dfxtp_1",
sta,hold_viol,0,
setup_path,end_kind,"register",
grt,grt_pass1_wl,972,microns
setup_path,r2r_start,"count[1]",
place,place.port_buffers,7,
sta,timing.final.max_slew_violations,0,
sta,relSlewSlack,0.8315,
grt,antenna_found_initial,0,
setup_path,crit_chain,"clkdlybuf4s50_1 -> inv_1 -> ha_1 -> a21o_1 -> a21oi_2 -> mux2i_1 -> mux2_1",
cts,ctsHtreeMaxLevel,1,
floorplanning,core,0.003416,sq mm
place,placed_cell_area,357.8,sq um
setup_path,cp_max_fo,4,
cts,path_clk_slew,40,ps
logic_synthesis,ys_warn_count,0,
flow_run,maxCapViolCount,0,
cts,clk_latency,240,ps
logic_synthesis,syn_area,234.0,sq um
routing,routed_wl,584,microns
routing,detail_route.wl_per_cell,7.392,microns
grt,grt_pass1_vias,201,
routing,drt-initial-drc-count,3,
place,gp_congestion,0.7259,
floorplanning,row_count,21,
setup_path,r2r-end,"count[3]",
finish,layout-drive-gt1-share,0.1212,
sta,period_needed,2153,ps
logic_synthesis,edf_count,0,
setup_path,crit_buf_inv,2,
logic_synthesis,largest_area_cell,"dfxtp_1",
logic_synthesis,synth_cell_types,14,
floorplanning,die_w,80,microns
finish,largest_register,"count",
place,hpwl,465.7,microns
setup_path,reg2regPathDepth,5,
sta,fin_skew,6.101,ps
routing,vias_per_cell,2.367,
cts,cts_resized,0,
setup_path,critPathSlowestCell,"clkdlybuf4s50_1",
floorplanning,die_h,80,microns
logic_synthesis,postSynthAreaPerCell,9.749,sq um
cts,cts-hold-fix-buffers,0,
routing,drc,0,
sta,min_period_over_period,0.8610,
grt,grt-ovfl-total,0,
flow_run,openroad.warnings,25,
logic_synthesis,async_flop_share,0,
floorplanning,dieArea,0.006400,sq mm
[routing by layer]
metal  vias up  track usage  share of wire
met5         -            0              0
met4         0            0              0
met3         0      0.02273           0.17
met2         8      0.02970           0.41
met1        81      0.02125           0.41
li1         98            -              -
[area by class of cell]
cell class	count	area, sq um	area share
Tap cell	46	57.56	0.1513
Multi-Input combinational cell	18	146.4	0.3849
Clock buffer	3	22.52	0.05921
Sequential cell	4	80.08	0.2105
Timing Repair Buffer	7	70.07	0.1842
Inverter	1	3.754	0.009868
[how the worst max path moves through the flow]
stage | from | slack [ps] | depth (start not counted) | endpoint
finish | up_down | 350 | 7 | count[3]
global route | up_down | 270 | 7 | count[3]
CTS | up_down | 350 | 7 | count[3]
[worst register-to-register path, stage by stage (launching register included)]
cell and delay (ps):
dfxtp_1 370, ha_1 250, a21o_1 190, a21oi_2 140, mux2i_1 210, mux2_1 330
[power by group]
group / internal, mW / leakage [nW] / switching (mW)
clock: 0.0537 / 0.0138 / 0.0269
sequential: 0.0724 / 0.0332 / 0.00806
combinational: 0.0369 / 0.108 / 0.0206
[cells by family after synthesis]
group	Yosys count	synth area share
AND-OR/OR-AND	3	0.1016
buffers and inverters	2	0.03205
XOR/XNOR	2	0.07488
AND/OR/NAND/NOR	7	0.1230
flip-flops	4	0.3423
multiplexers	3	0.1337
adder cells (fa/ha/maj)	3	0.1925
[cells in the final DEF (no fill, tap or decap), drive strengths merged]
cell type,instances
clkdlybuf4s50,7
clkbuf,3
inv,1
fa,1
xnor2,2
nor2b,1
dfxtp,4
a211oi,1
mux2,1
ha,2
mux2i,2
nor2,4
a21oi,1
nand2,2
a21o,1
[stage by stage]
stage          cells  worst slack (ps)  power [mW]
2_1_floorplan     24             696.1      0.1122
3_3_place_gp      76             124.5      0.1382
3_5_place_dp      76             107.4      0.1400
4_1_cts           79             349.1      0.2235
5_1_grt           79             268.7      0.2362
6_report          79             347.4      0.2185
Power is estimated from default activity; no workload was simulated.
