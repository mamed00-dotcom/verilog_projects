**/design/flow/run.sh**
```bash
#!/bin/bash
# OpenROAD 26Q1-2900-gdf79404cd8, Yosys 0.63+post, stock flow scripts
make -C /OpenROAD-flow-scripts/flow DESIGN_CONFIG=/design/flow/config.mk WORK_HOME=/design/flow/orfs finish
```
**/design/flow/config.mk**
```make
export PLATFORM = sky130hd
export DESIGN_NAME = alu
export DESIGN_NICKNAME = alu
export VERILOG_FILES = /design/flow/design.v
export SDC_FILE = /design/flow/constraint.sdc
export NUM_CORES = 4
export LEC_CHECK = 1
export CORE_AREA = 10 10 109 109
export DIE_AREA = 0 0 119 119
export SYNTH_HDL_FRONTEND = slang
```
**/design/flow/constraint.sdc**
```tcl
current_design alu

set clk_period 3.0
set clk_io_pct 0.2

create_clock -name clk0 -period $clk_period [get_ports {clk}]

set non_clock_inputs [all_inputs -no_clocks]
set_input_delay [expr $clk_period * $clk_io_pct] -clock clk0 $non_clock_inputs
set_output_delay [expr $clk_period * $clk_io_pct] -clock clk0 [all_outputs]
```
**/design/flow/design.v**
```verilog
typedef enum logic [1:0] {
     add     = 2'h1,
     sub     = 2'h2,
     nop     = 2'h0
} operation_t  ;
module alu #(
        parameter WIDTH = 6
) (
        input clk,
        input rst,
        input  operation_t  op_in,
        input  [WIDTH-1:0]  a_in,
        input  [WIDTH-1:0]  b_in,
        input               in_valid,
        output logic [WIDTH-1:0]  out,
        output logic              out_valid
);
        operation_t  op_in_r;
        logic  [WIDTH-1:0]  a_in_r;
        logic  [WIDTH-1:0]  b_in_r;
        logic               in_valid_r;
        logic  [WIDTH-1:0]  result;
	always_ff @(posedge clk or posedge rst) begin        
	    if (rst) begin
		op_in_r     <= nop;         
		a_in_r      <= '0;
		b_in_r      <= '0;
		in_valid_r  <= '0;
	    end else begin
		op_in_r    <= op_in;
		a_in_r     <= a_in;
		b_in_r     <= b_in;
		in_valid_r <= in_valid;
	    end
	end
        always_comb begin
                result = '0;
                if (in_valid_r) begin
                        case (op_in_r)
                                add: result = a_in_r + b_in_r;
                                sub: result = a_in_r + (~b_in_r+1'b1);
                                default: result = '0;
                        endcase
                end
        end
        always_ff @ (posedge clk, posedge rst) begin
                if (rst) begin
                        out       <= '0;
                        out_valid <= '0;
                end else begin
                        out       <= result;
                        out_valid <= in_valid_r;
                end
        end
endmodule;
```
==> summary.txt <==
impl run done, here's what came out: status=completed, # rows=36, CORE AREA=0.00964 mm2, chip area estimate from yosys synthesis=0.00107 mm2, Root Buffer=clkbuf_8, Post-DRT Antenna Nets=0, worst hold stages=0, critical-path maximum fanout=3, endpoint of the worst hold path=out_valid, CP endpoint kind=flop, Gate Count Post-Synth=92, max-slew violations=0, Async SR Flop Fraction=1.00, Finish-stage setup viols=0, clock share of power=0.389, vias in the first global route=785, largest net degree at the start of global routing=23, GP Congestion=0.753, yosys warning tally=0, Slew HR=0.758, hold path start=in_valid_r, Via Count=762, Cell Pwr Density=458 mW/mm2, worst reg2reg path depth=6, Die Footprint=0.0142 mm2, RSZ-0062 raised after global routing=false, actual slew at the worst max-slew pin=0.362 ns, crit path DRT=3.19 ns, fin crit share=0.618, vias per inst=3.04, CTS tree=done, Buffers on Ports=23, Die Wd=119 um, first-pass GRT wire length=4150 um, CTS buffer count=3, Comb pwr share=0.156, Critical Path AT=2.05 ns, Post-CTS Resized=0, leak pwr=0.663 nW, Commonest flop=dfrtp_1, # fillers=1084, number of DRC markers in iteration 0=34, Syn Std Cell Area=0.00107 mm2, sequential cell fraction of total power=0.455, maximum vdd drop=0.216 mV, area growth from synthesis to layout=43.6%, drt first pass iters=4, Residual DRC=0, die height=119 um, worst hold slack=0.405 ns, total setup buffers inserted after CTS=0, Post-synth regs=22, I/O pin count=24, Syn Area/Cell=11.7 um2, synth unique cells=29, Final Routed Wirelength=2370 um, max-capacitance violation count=0, gr usage total=0.0356, grt ovf=0, layout cell share with drive strength beyond 1=0.0847, Reg-to-Reg Start=b_in_r[0], R2R Setup Slk=1.15 ns, startpoint types=flop, Hold WC Path Type=flop to flop, internal power=548 uW, crit path time final=1.85 ns, Crit Path Class=flop to flop, FF/Latch Area=551 um2, CTS Buffer Depth=2, yosys cell count=92, r2r endpoint=out[4], Post-synth EDFFs=0, final setup skew=0.00935 ns, register area share after synthesis=0.513, core utilization at floorplan=0.111, final hold vios=0, H-tree depth=1, hold buffer count at CTS=0, Total Negative Setup Slacks=0 ns, CTS clock-pin slew for the worst setup and hold paths=0.08 ns, fmax=539 MHz, Logic area=462 um2, CTS Sinks=22, initial antenna violation count=0, Switch Pwr=157 uW, Late-Pin Clk Latency=0.26 ns, switching share of power=0.222, wire per inst=9.46 um, Diodes inserted=0, total number of warnings across the stage logs=31, Detailed Place HPWL=1910 um
[cell usage after synthesis (2+ instances only)]
| cell | number | area [um2] |
|---|---|---|
| a21o_1 | 2 | 15.0 |
| a21oi_1 | 5 | 25.0 |
| a221oi_1 | 3 | 26.3 |
| a31oi_1 | 2 | 12.5 |
| clkbuf_1 | 2 | 7.51 |
| dfrtp_1 | 22 | 551 |
| fa_1 | 2 | 40.0 |
| ha_1 | 12 | 150 |
| inv_1 | 13 | 48.8 |
| nand2_1 | 3 | 11.3 |
| nand3_1 | 4 | 20.0 |
| nor2_1 | 3 | 11.3 |
| nor2b_1 | 2 | 12.5 |
| nor3_1 | 2 | 10.0 |
[sequential cells by signal (all words and copies together), names as in the netlist]
register,count
a_in_r,6
b_in_r,6
in_valid_r,1
op_in_r,2
out,6
out_valid,1
[power by group through the flow]
stage / sequential [mW] / combinational [mW] / clock, mW
CTS: 0.321 / 0.111 / 0.281
global route: 0.324 / 0.125 / 0.299
finish: 0.321 / 0.110 / 0.274
[critical path, stage by stage, from the launching register on]
cell	delay (ns)
dfrtp_1	0.40
ha_1	0.25
fa_1	0.42
a21oi_1	0.16
o21bai_1	0.09
mux2_1	0.32
a31oi_1	0.16
[metal layers]
layer	track usage	part of all wire	vias up
met1	0.0473	0.43	359
met4	0.00229	0.0063	0
met2	0.0550	0.46	36
met5	0	0	-
met3	0.0153	0.10	2
li1	-	-	365
[stage by stage]
step / instance area (um2) / total power, mW / cells / utilization / setup WS [ns]
floorplan: 1070 / 0.387 / 92 / - / 1.30
global placement: 1470 / 0.435 / 247 / 0.152 / 1.17
detailed placement: 1470 / 0.437 / 247 / 0.152 / 1.17
global route: 1540 / 0.747 / 251 / 0.160 / 1.06
finish: 1540 / 0.705 / 251 / 0.160 / 1.15
CTS: 1540 / 0.714 / 251 / 0.160 / 1.15
[cells by family (layout without fill, tap and decap cells)]
kind of cell,count (synthesis),after routing,synth area share
multiplexers,2,2,0.0245
buffers and inverters,16,42,0.0560
adder cells (fa/ha/maj),14,14,0.177
flip-flops,22,22,0.513
XOR/XNOR,2,2,0.0163
AND/OR/NAND/NOR,17,17,0.0805
AND-OR/OR-AND,19,19,0.132
[how the worst max path moves through the flow]
stage          from  endpoint  slack [ns]  cells past startpoint
4_1_cts   b_in_r[0]    out[4]        1.15                      6
5_1_grt   b_in_r[2]    out[5]        1.06                      7
6_report  b_in_r[0]    out[4]        1.15                      6
[placed cells by master, fill, tap and decap left out, types with 2 or more instances in the layout]
cell type and instances:
nor3_1 2, fa_1 2, nor2b_1 2, clkbuf_8 3, a221oi_1 3, nand3_1 4, nor2_1 3, a21oi_1 5
inv_1 13, dfrtp_1 22, ha_1 12, clkdlybuf4s50_1 23, nand2_1 3, a31oi_1 2, a21o_1 2
[layout make-up]
type,count,share of cell area
Multi-Input combinational cell,54,0.300
Timing Repair Buffer,24,0.154
Inverter,14,0.0341
Clock buffer,3,0.0268
Tap cell,133,0.108
Clock inverter,1,0.0195
Sequential cell,22,0.357
Power is estimated from default activity; no workload was simulated.
